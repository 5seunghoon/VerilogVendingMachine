`./run.sh`:
```
#!/bin/bash
# OpenROAD 26Q1-2900-gdf79404cd8, Yosys 0.63+post, stock flow scripts
make -C /OpenROAD-flow-scripts/flow DESIGN_CONFIG=/design/flow/config.mk WORK_HOME=/design/flow/orfs finish
```
`./design.v`:
```
`timescale 1ns / 1ps
module ControlUnit( 
CLK,
MONEY_NOW, KIND_NOW, NUM_NOW, PRICE0_NOW, PRICE1_NOW, 
START, 
IN_PRICE_CH, IN_PRICE_MONEY, IN_PRICE_ADMIN, IN_PRICE_ADMIN_END, IN_MONEY_ENTER,
OUT
);
input CLK;
input [0:15] MONEY_NOW;
input KIND_NOW;
input [0:2] NUM_NOW;
input [0:15] PRICE0_NOW;
input [0:15] PRICE1_NOW;
input START, IN_PRICE_CH;
input [0:1] IN_PRICE_MONEY;
input IN_PRICE_ADMIN, IN_PRICE_ADMIN_END, IN_MONEY_ENTER;
output reg [0:22] OUT;
reg [0:22] next_state, state;
parameter IDLE 					= 23'b10000000000000000000000;
parameter START_STATE 			= 23'b01000000000000000000000;
parameter PRICE_ADMIN 			= 23'b00100000000000000000000;
parameter PRICE_DOWN_JUICE0	= 23'b00010000000000000000000;
parameter PRICE_UP_JUICE0		= 23'b00001000000000000000000;
parameter PRICE_DOWN_JUICE1	= 23'b00000100000000000000000;
parameter PRICE_UP_JUICE1		= 23'b00000010000000000000000;
parameter MONEY_INPUT			= 23'b00000001000000000000000;
parameter MONEY_50UP				= 23'b00000000100000000000000;
parameter MONEY_100UP			= 23'b00000000010000000000000;
parameter MONEY_500UP			= 23'b00000000001000000000000;
parameter MONEY_1000UP			= 23'b00000000000100000000000;
parameter MONEY_JUDGE			= 23'b00000000000010000000000;
parameter JUICE0_OUT_READY		= 23'b00000000000001000000000;
parameter JUICE0_OUT_SUC		= 23'b00000000000000100000000;
parameter JUICE1_OUT_READY 	= 23'b00000000000000010000000;
parameter JUICE1_OUT_SUC		= 23'b00000000000000001000000;
parameter MONEY_RETURN			= 23'b00000000000000000100000;
parameter MONEY_RETURN_1000	= 23'b00000000000000000010000;
parameter MONEY_RETURN_500		= 23'b00000000000000000001000;
parameter MONEY_RETURN_100 	= 23'b00000000000000000000100;
parameter MONEY_RETURN_50		= 23'b00000000000000000000010;
parameter END						= 23'b00000000000000000000001;
always @(state, 
			MONEY_NOW, KIND_NOW, NUM_NOW, PRICE0_NOW, PRICE1_NOW, 
			START, 
			IN_PRICE_CH, IN_PRICE_MONEY, IN_PRICE_ADMIN, 
			IN_PRICE_ADMIN_END, IN_MONEY_ENTER ) begin
	case(state)
		IDLE: begin
			if(START) 	next_state = START_STATE;
			else 			next_state = IDLE;
		end
		START_STATE: begin
			if(IN_PRICE_ADMIN) 	next_state = PRICE_ADMIN;
			else 						next_state = MONEY_INPUT;
		end
		PRICE_ADMIN: begin
			if(!KIND_NOW & !IN_PRICE_CH) 		next_state = PRICE_DOWN_JUICE0;
			else if(!KIND_NOW & IN_PRICE_CH) next_state = PRICE_UP_JUICE0;
			else if(KIND_NOW & !IN_PRICE_CH)	next_state = PRICE_DOWN_JUICE1;
			else if(KIND_NOW & IN_PRICE_CH)	next_state = PRICE_UP_JUICE1;
		end
		PRICE_DOWN_JUICE0: begin
			if(IN_PRICE_ADMIN_END) 	next_state = START_STATE;
			else							next_state = PRICE_ADMIN;
		end
		PRICE_UP_JUICE0: begin
			if(IN_PRICE_ADMIN_END) 	next_state = START_STATE;
			else							next_state = PRICE_ADMIN;
		end
		PRICE_DOWN_JUICE1: begin
			if(IN_PRICE_ADMIN_END) 	next_state = START_STATE;
			else							next_state = PRICE_ADMIN;
		end
		PRICE_UP_JUICE1: begin
			if(IN_PRICE_ADMIN_END) 	next_state = START_STATE;
			else							next_state = PRICE_ADMIN;
		end
		MONEY_INPUT: begin
			if(IN_MONEY_ENTER)		next_state = MONEY_JUDGE;
			else begin
				if(IN_PRICE_MONEY == 0) 		next_state = MONEY_50UP;
				else if(IN_PRICE_MONEY == 1) next_state = MONEY_100UP;
				else if(IN_PRICE_MONEY == 2) next_state = MONEY_500UP;
				else if(IN_PRICE_MONEY == 3)	next_state = MONEY_1000UP;
			end
		end
		MONEY_50UP: begin
			next_state = MONEY_INPUT;
		end
		MONEY_100UP: begin
			next_state = MONEY_INPUT;
		end
		MONEY_500UP: begin
			next_state = MONEY_INPUT;
		end	
		MONEY_1000UP: begin
			next_state = MONEY_INPUT;
		end
		MONEY_JUDGE: begin
			if(NUM_NOW <= 0)							next_state = MONEY_RETURN;
			else begin
				if(!KIND_NOW) begin
					if(MONEY_NOW >= PRICE0_NOW) 	next_state = JUICE0_OUT_READY;
					else 									next_state = MONEY_RETURN;
				end
				else begin
					if(MONEY_NOW >= PRICE1_NOW) 	next_state = JUICE1_OUT_READY;
					else									next_state = MONEY_RETURN;
				end
			end
		end
		JUICE0_OUT_READY: begin
			next_state = JUICE0_OUT_SUC;
		end
		JUICE0_OUT_SUC: begin
			next_state = MONEY_JUDGE;
		end
		JUICE1_OUT_READY: begin
			next_state = JUICE1_OUT_SUC;
		end
		JUICE1_OUT_SUC: begin
			next_state = MONEY_JUDGE;
		end
		MONEY_RETURN: begin		
			if(MONEY_NOW >= 1000) 		next_state = MONEY_RETURN_1000;
			else if(MONEY_NOW >= 500)	next_state = MONEY_RETURN_500;
			else if(MONEY_NOW >= 100)	next_state = MONEY_RETURN_100;
			else if(MONEY_NOW >= 50)	next_state = MONEY_RETURN_50;
			else 								next_state = END;
		end
		MONEY_RETURN_1000: begin
			next_state = MONEY_RETURN;
		end
		MONEY_RETURN_500: begin
			next_state = MONEY_RETURN;
		end		
		MONEY_RETURN_100: begin
			next_state = MONEY_RETURN;
		end		
		MONEY_RETURN_50: begin
			next_state = MONEY_RETURN;
		end		
		END: begin
			next_state = IDLE;
		end
		default: next_state = IDLE;
	endcase		
end
always @(posedge CLK) begin
	state <= next_state;
end
always @(state) begin
	OUT = state;
end
endmodule
`timescale 1ns / 1ps
module DUT( START,
				CLK,
				IN_MONEY,
				IN_PRICE_CH,
				IN_KIND,
				IN_NUM,
				IN_PRICE_ADMIN,
				IN_PRICE_ADMIN_END,
				IN_MONEY_ENTER,
				OUT_MONEY,
				OUT_JUICE0_MADE,
				OUT_JUICE1_MADE,
				END,
				OUT_1000WON,
				OUT_500WON,
				OUT_100WON,
				OUT_50WON,
				OUT_JUICE0_PRICE,
				OUT_JUICE1_PRICE,
				OUT_CU_SIGNAL
    );
input START, CLK;
input [0:1] IN_MONEY;
input IN_PRICE_CH, IN_KIND;
input [0:2] IN_NUM;
input IN_PRICE_ADMIN, IN_PRICE_ADMIN_END, IN_MONEY_ENTER;
output [0:15] OUT_MONEY;
output OUT_JUICE0_MADE, OUT_JUICE1_MADE, END;
output OUT_1000WON, OUT_500WON, OUT_100WON, OUT_50WON;
output [0:15] OUT_JUICE0_PRICE;
output [0:15] OUT_JUICE1_PRICE;
output [0:22] OUT_CU_SIGNAL;
wire [0:15] money_now_wire;
wire kind_now_wire;
wire [0:2] num_now_wire;
wire [0:15] price0_now_wire;
wire [0:15] price1_now_wire;
wire [0:22] cuout;
wire money_reg_minus_juice_wire;
wire num_dec_wire;
wire kind_save_wire;
assign OUT_CU_SIGNAL = cuout;
assign money_reg_minus_juice_wire = cuout[14] | cuout[16];
assign num_dec_wire = cuout[14] | cuout[16];
assign kind_save_wire = cuout[7] | cuout[2];
ControlUnit CU(CLK,
					money_now_wire, kind_now_wire, num_now_wire, price0_now_wire, price1_now_wire,
					START,
					IN_PRICE_CH, IN_MONEY, IN_PRICE_ADMIN, IN_PRICE_ADMIN_END, IN_MONEY_ENTER,
					cuout
					);
MONEY_REG money(	CLK,
						cuout[11], cuout[10], cuout[9], cuout[8],
						cuout[18], cuout[19], cuout[20], cuout[21],
						cuout[1],
						money_reg_minus_juice_wire,
						price0_now_wire,
						price1_now_wire,
						kind_now_wire,
						money_now_wire
						);
PRICE_REG price0(CLK, cuout[4], cuout[3], cuout[0], price0_now_wire);
PRICE_REG price1(CLK, cuout[6], cuout[5], cuout[0], price1_now_wire);
JUICE_NUM_REG juice_num(CLK, IN_NUM, cuout[7], num_dec_wire, cuout[1], num_now_wire);
JUICE_KIND_REG juice_kind(CLK, IN_KIND, kind_save_wire, cuout[1], kind_now_wire);
assign OUT_MONEY = money_now_wire;
assign OUT_JUICE0_MADE = cuout[14];
assign OUT_JUICE1_MADE = cuout[16];
assign END = cuout[0];
assign OUT_1000WON = cuout[18];
assign OUT_500WON = cuout[19];
assign OUT_100WON = cuout[20];
assign OUT_50WON = cuout[21];
assign OUT_JUICE0_PRICE = price0_now_wire;
assign OUT_JUICE1_PRICE = price1_now_wire;
endmodule
`timescale 1ns / 1ps
module JUICE_KIND_REG(CLK, IN, SAVE, RST, OUT
    );
input CLK, IN, SAVE, RST;
output reg OUT;
always @(posedge CLK) begin
	if(RST) OUT <= 0;
	else if(SAVE) OUT <= IN;
end
endmodule
`timescale 1ns / 1ps
module JUICE_NUM_REG(CLK, IN, SAVE, DEC, RST, OUT
    );
input CLK;
input [0:2] IN;
input SAVE, DEC, RST;
output reg [0:2] OUT;
always @(posedge CLK) begin
	if(RST) 			OUT <= 0;
	else if(SAVE)	OUT <= IN;
	else if(DEC)	OUT <= OUT - 1;
end
endmodule
`timescale 1ns / 1ps
module MONEY_REG( CLK,
						PLUS_1000, PLUS_500, PLUS_100, PLUS_50,
						MINUS_1000, MINUS_500, MINUS_100, MINUS_50,
						RST,
						MINUS_JUICE,
						JUICE0_PRICE,
						JUICE1_PRICE,
						JUICE_KIND,
						OUT
    );
input CLK;
input PLUS_1000, PLUS_500, PLUS_100, PLUS_50, MINUS_1000;
input MINUS_500, MINUS_100, MINUS_50;
input RST;
input MINUS_JUICE;
input [0:15] JUICE0_PRICE, JUICE1_PRICE;
input JUICE_KIND;
output reg [0:15] OUT;
always @(posedge CLK) begin
	if(RST) 					OUT <= 0;
	else if(PLUS_1000)	OUT <= OUT + 1000;
	else if(PLUS_500)		OUT <= OUT + 500;
	else if(PLUS_100)		OUT <= OUT + 100;
	else if(PLUS_50)		OUT <= OUT + 50;
	else if(MINUS_1000)	OUT <= OUT - 1000;
	else if(MINUS_500)	OUT <= OUT - 500;
	else if(MINUS_100)	OUT <= OUT - 100;
	else if(MINUS_50)		OUT <= OUT - 50;
	else if(MINUS_JUICE) begin
		if(!JUICE_KIND) 	OUT <= OUT - JUICE0_PRICE;
		else 					OUT <= OUT - JUICE1_PRICE;
	end
end
endmodule
`timescale 1ns / 1ps
module PRICE_REG(CLK, PLUS_100, MINUS_100, RST, OUT);
input CLK;
input PLUS_100, MINUS_100;
input RST;
output reg [0:15] OUT;
always @(posedge CLK) begin
	if(RST)					OUT <= 200;
	else if(PLUS_100) 	OUT <= OUT + 100;
	else if(MINUS_100)	OUT <= OUT - 100;
end
endmodule
```
`./constraint.sdc`:
```
current_design DUT

set clk_period 4.9
set clk_io_pct 0.2

create_clock -name clk0 -period $clk_period [get_ports {CLK}]

set non_clock_inputs [all_inputs -no_clocks]
set_input_delay [expr $clk_period * $clk_io_pct] -clock clk0 $non_clock_inputs
set_output_delay [expr $clk_period * $clk_io_pct] -clock clk0 [all_outputs]
```
`./config.mk`:
```
export PLATFORM = sky130hd
export DESIGN_NAME = DUT
export DESIGN_NICKNAME = DUT
export VERILOG_FILES = /design/flow/design.v
export SDC_FILE = /design/flow/constraint.sdc
export NUM_CORES = 4
export LEC_CHECK = 1
export CORE_UTILIZATION = 40
```
==> run notes <==
impl run done, here's what came out: outcome=complete, no violations, die width=148 µm, cts hold-fix bufs=0, DR vias=8881, post-DP HPWL=21.6 mm, HP Start=price0.OUT[6]$_SDFFE_PP0P_, AND/OR/NAND/NOR Cells, Area Fraction=0.241, Worst setup EP type=flip-flop, total die size=between 20000 and 25000 µm², vias in the first global route=8098, drt pass-1 iters=8, Pwr Total=1.96 mW, Main logic family=AND-OR/OR-AND gates, Adders+Majority by Area=0.106, most frequent cells in the layout=nor2_1 (125), nand2_1 (111), a21oi_1 (111), clkdlybuf4s50_1 (84), o21ai_0 (71), all-layer global routing usage=0.273, CTS Buffer Depth=2, final setup margin=1190 ps, register pins left without a clock=23, # IOs=about 90, first-pass GRT wire length=45.8 mm, fin util=0.473, Post-synth EDFFs=0, Initial Util=0.407, Core Area=21000 µm², leakage power=~3.9 nW, R2R Path End=CU.state[15]$_DFF_P_, Post-Syn Instances=1206, Late-Pin Clk Latency=350 ps, MUX area fraction=0.0118, aoi share=0.278, most used logic cell in the final layout=nor2_1, synth warn=5, Synth Area per Inst=7.10 µm², antenna-violating nets left=0, min-delay worst type=reg -> reg, area grow syn2layout=16.2%, Post-synth top flop=dfxtp_1, Slew HR=0.408, critical setup path kind=reg -> reg, pre-CTS WS=1240 ps, RD Place Congestion=around 1.0, Routed WL=slightly below 30 mm, cell area after synthesis=between 8000 and 9000 µm², Critical Path Source Type=flip-flop, CP max FO=11, R2R Setup Slk=about 1200 ps, IO buf count=84, VDD IR max=0.138 mV, ys async rst share=0, largest net degree at the start of global routing=36, diode count=0, wire per inst=18.8 µm, total global routing overflow=0, H-Tree Depth=3, max-cap violations=0, drt initial violations=around 610, fin crit period=3710 ps, DRC viols=0, post-cts resize count=0, RSZ-0062 raised after global routing=no, clock skew=10.7 ps, Worst R2R Start=money.OUT[13]$_SDFFE_PP0P_, Min-Delay Path Depth=2, TNS Setup=0 ps, Pwr Density=197 nW/µm², Final setup viols=0, Placement Rows=between 50 and 60, CP required=5190 ps, layout cells sized above 1=0.0456, Data arrival, critical path=about 4000 ps, tool warnings=35, Worst Tran Pin Value=882 ps, Pins Over Slew Limit=0, Post-CTS Setup Repair Bufs=0, fin crit share=0.757, drt via density=5.74, Unique cell types=77, WHS=roughly 510 ps, yosys cell count=1206, Die Y=148 µm, Root Buffer=clkbuf_16, Yosys chip area=between 8000 and 9000 µm², #FFs+latches synth=just over 90, Hold Fails Final Rpt=0, FMAX=269 MHz, initial antenna violation count=0, xor/xnor share=0.0798, clk slew on worst S/H paths=70 ps, CTS Buf Count=9, number of unconstrained endpoints=23, reg2reg path depth=12, worst hold endpoint=price0.OUT[6]$_SDFFE_PP0P_, CTS tree=done
## cells in the mapped netlist (10+ instances only)
master	count	area share
buf_4	22	0.019
nand4_1	18	0.013
o31ai_1	12	0.011
nor2_1	125	0.055
dfxtp_1	70	0.16
a21oi_1	111	0.065
xnor2_1	52	0.053
nand3_1	38	0.022
a221oi_1	10	0.010
o21ai_0	71	0.041
nand2b_1	10	0.0073
or3_1	17	0.012
nand2_1	111	0.049
a31oi_1	17	0.012
xor2_1	26	0.027
nor3_1	37	0.022
a21o_1	13	0.011
inv_1	64	0.028
nor2b_1	16	0.012
a211oi_1	25	0.022
ha_1	66	0.096
o211ai_1	15	0.013
clkbuf_1	55	0.024
nor4_1	17	0.012
dlxtn_1	23	0.040
o21a_1	15	0.013
## cells by family (layout without fill, tap and decap cells)
logic type               count (synthesis)  count (layout)
adder cells (fa/ha/maj)                 70              70
XOR/XNOR                                78              78
flip-flops                              70              70
AND/OR/NAND/NOR                        433             433
AND-OR/OR-AND                          367             367
buffers and inverters                  154             192
multiplexers                            10              10
other                                    1              28
latches                                 23              23
## worst max path at each step
stage	startpoint	end	slack [ps]
after CTS	money.OUT[13]$_SDFFE_PP0P_	CU.state[15]$_DFF_P_	1210
after global routing	money.OUT[12]$_SDFFE_PP0P_	CU.state[15]$_DFF_P_	840
final	money.OUT[13]$_SDFFE_PP0P_	CU.state[15]$_DFF_P_	1190
## layer usage
metal | global-route usage | share of wire
met4 | 0.0665 | 0.028
met1 | 0.399 | 0.46
met3 | 0.0360 | 0.057
met2 | 0.431 | 0.46
met5 | 0 | 0
## power breakdown
group          internal, mW  switching (mW)
Sequential            0.590          0.0269
Combinational         0.246           0.342
Clock                 0.477           0.276
Total                  1.31           0.645
## sequential cells by signal, indices dropped and copies added (netlist names)
name and count:
price0.OUT 14, price1.OUT 14, CU.next_state 23, CU.state 23
juice_kind.OUT 1, money.OUT 15, juice_num.OUT 3
## layout make-up
class	count	area, µm²
Multi-Input combinational cell	986	6240
Inverter	66	248
Sequential cell	93	1750
Timing Repair Buffer	110	1040
Tap cell	275	344
Clock buffer	12	256
Clock inverter	4	77.6
Fill cell	2089	11100
## stage by stage
step / std cells / area, µm²
floorplan: 1233 / 8660
global placement: 1530 / 9620
detailed placement: 1530 / 9620
CTS: 1546 / 9950
global route: 1546 / 9950
finish: 1546 / 9950
## critical path: stages, from the launching register on
cell and delay (ps):
dfxtp_1 580, inv_1 280, ha_1 300, fa_1 400
nand2b_1 180, a21oi_1 280, o2111ai_1 220, a21oi_1 220
o31a_1 150, o21ai_0 180, a221oi_1 350, and2_1 180
dlxtn_1 320
Power figures rest on the tool's default switching activity, not on a simulated workload.
